==> ./design.v <==
module score_display
            (   input logic [3:0] digit,
                output logic [6:0] seg7
            );
    logic [6:0] digits [15:0];
    initial begin
        digits[0] = 7'b1000000;
        digits[1] = 7'b1111001;
        digits[2] = 7'b0100100;
        digits[3] = 7'b0110000;
        digits[4] = 7'b0011001;
        digits[5] = 7'b0010010;
        digits[6] = 7'b0000010;
        digits[7] = 7'b1111000;
        digits[8] = 7'b0000000;
        digits[9] = 7'b0011000;
        digits[10] = 7'b0001000;
        digits[11] = 7'b0000011;
        digits[12] = 7'b1000110;
        digits[13] = 7'b0100001;
        digits[14] = 7'b0000110;
        digits[15] = 7'b0001110;
    end  
    assign seg7 = digits[digit];
endmodule
module score_manager (  input logic reset,
                        input logic clock,
                        input logic restart,
                        input logic collision,
                        input logic [10:0] bird_x,
                        input logic [10:0] pipe1_x,
                        input logic [10:0] pipe2_x,
                        output logic [41:0] score_digits
                    );
    logic gameover;
    logic [7:0] score;
    logic new_highscore;
    logic [7:0] highscore;
    always_ff @(posedge clock) begin
        if (reset) begin
            score <= 8'b0;
            new_highscore <= 0;
            highscore <= 8'b0;
            gameover <= 0;
        end else if (restart) begin
            score <= 8'b0;
            new_highscore <= 0;
            gameover <= 0;
        end else if (collision) begin
            if (score > highscore) begin
                new_highscore <= 1;
                highscore <= score;
            end
            gameover <= 1;
        end else if (!gameover)
            if (bird_x == pipe1_x || bird_x == pipe2_x)
                score <= score + 1;
    end  
    score_display high_hundreds (   .digit(highscore / 100),
                                    .seg7(score_digits[41:35])
                                );
    score_display high_tens     (   .digit(highscore / 10),
                                    .seg7(score_digits[34:28])
                                );
    score_display high_ones     (   .digit(highscore % 10),
                                    .seg7(score_digits[27:21])
                                );
    score_display hundreds  (   .digit(score / 100),
                                .seg7(score_digits[20:14])
                            );
    score_display tens      (   .digit(score / 10),
                                .seg7(score_digits[13:7])
                            );
    score_display ones      (   .digit(score % 10),
                                .seg7(score_digits[6:0])
                            );
endmodule  
==> ./run.sh <==
#!/bin/bash
# OpenROAD 26Q1-2900-gdf79404cd8, Yosys 0.63+post, stock flow scripts
make -C /OpenROAD-flow-scripts/flow DESIGN_CONFIG=/design/flow/config.mk WORK_HOME=/design/flow/orfs finish
==> ./config.mk <==
export PLATFORM = sky130hd
export DESIGN_NAME = score_manager
export DESIGN_NICKNAME = score_manager
export VERILOG_FILES = /design/flow/design.v
export SDC_FILE = /design/flow/constraint.sdc
export NUM_CORES = 4
export LEC_CHECK = 1
export CORE_UTILIZATION = 50
==> ./constraint.sdc <==
current_design score_manager

set clk_period 7.1
set clk_io_pct 0.2

create_clock -name clk0 -period $clk_period [get_ports {clock}]

set non_clock_inputs [all_inputs -no_clocks]
set_input_delay [expr $clk_period * $clk_io_pct] -clock clk0 $non_clock_inputs
set_output_delay [expr $clk_period * $clk_io_pct] -clock clk0 [all_outputs]
==> results_slide.txt <==
Key Metrics from the Run

Routing
  • Final antenna-violating net count: 0
  • N_diodes: 0
  • Final WL: 8388 um
  • DR iter-0 viols: between 150 and 200
  • DR vias/cell: about 5.6
  • DRC: 0
  • DR vias: about 3700
  • WL per Instance: 12.52 um
  • First-pass DRT Iterations: 4

Setup path
  • Reg2Reg Depth: 10
  • FF-to-FF End: highscore[3]$_SDFFE_PP0P_
  • FF-to-FF Start: highscore[2]$_SDFFE_PP0P_
  • CP startpoint kind: flip-flop
  • FF-to-FF setup slack: 4450 ps
  • Crit path DRT: 5680 ps
  • Crit. End Element: primary output
  • CP max FO: 8
  • Crit path kind: reg2out
  • Arrival @ worst endpoint: ~5300 ps

Pwr
  • VDD IR-drop max: about 0.000055 V
  • Design Power: 206.9 uW
  • Switching power: ~46 uW
  • Clock share of power: 0.354
  • Combinational cell fraction of total power: 0.184
  • Internal power: 161.1 uW
  • Seq pwr share: 0.462
  • Sw frac: 0.2212
  • Pleak: ~1.8 nW
  • PD cells: between 40 and 50 mW/mm^2

GRT
  • Initial antenna violation count: 0
  • Vias in the first global route: roughly 3400
  • Total track usage: 0.2335
  • Total grt overflow: 0
  • First-pass GRT wire length: between 10000 and 15000 um
  • Largest net degree at the start of global routing: 17

Layout
  • Final Util: 0.6627
  • Post-route cell area: about 0.0046 mm^2
  • Synthesis-to-layout area growth: 26.58%
  • Proportion of layout cells with a drive suffix above 1: 0.1010

Yosys
  • FA/HA/MAJ Cells, Area Fraction: 0.1587
  • Avg Cell Area, Syn: 7.037 um^2
  • Yosys cell count: about 500
  • Post-Syn Instances: a little over 500
  • XORs/XNORs by Area: 0.1197
  • Seq/Total Area, Yosys: 0.09464
  • Basic Gates by Area: 0.2463
  • Mux area share: 0.01949
  • Dominant cell area share: 0.1531
  • YS warnings: 8
  • Comb area leader: AND-OR/OR-AND gates
  • Aoi share: 0.2804
  • Synth top area cells: ha_1 15%, xnor2_1 10%, dfxtp_1 9.5%
  • Register bit total from synthesis: 17
  • Area figure in the yosys stat output: around 0.0036 mm^2
  • Asr flop ratio synth: 0
  • Cell area after synthesis: around 0.0036 mm^2
  • Commonest flop: dfxtp_1
  • Flip-flops with a built-in enable: 0
  • Post-synth top area cell: ha_1
  • Synth cell types: roughly 73

Final timing
  • Final min period: about 6700 ps
  • Unrepaired setup endpoints after global routing: false
  • FMAX: 148.5 MHz
  • Setup-failing EPs final: 0
  • Slew Viols, Final: 0
  • Final hold violations: 0
  • Clk_skew: between 5 and 6 ps
  • Rel. slew slack: 0.5933
  • Setup TNS: 0 ps
  • Setup slack after layout: 365.4 ps
  • Period utilization: 0.9485
  • Worst-margin pin slew: just over 600 ps

Die
  • Core area: just under 0.007 mm^2
  • FP Rows: 30
  • I/O pin count: 79
  • Initial Util: 0.5235
  • Die Y: about 87 um
  • Chip area: about 0.0075 mm^2
  • Die W: 86.81 um

Clocking
  • Clock root cell: clkbuf_8
  • Htree depth: 1
  • CTS buffer count: 3
  • Worst-path clk slew: 60 ps
  • CTS tree: done
  • Clock tree buffer depth: 2
  • Latency at later pin: 260 ps
  • CTS sink cnt: 17

Min path
  • Hold Path Depth: 2
  • Worst Hold Path EP: gameover$_SDFFE_PP0P_
  • Hold path startpoint: gameover$_SDFFE_PP0P_
  • HP Class: reg2reg

Place
  • GPL Wtd Cong: about 0.95
  • Port Buf Inserts: 76
  • DP Area: roughly 0.0044 mm^2
  • Worst slack, placed: around 240 ps
  • Hpwl dp: 6618 um

Run
  • Log Warnings: just over 50
  • Max_cap viols: 0

Status
  • Status: completed
-- per-layer routing --
layer / GRT usage / vias to the layer above / wire length [um]
li1: - / 1943 / -
met1: 0.3231 / 1721 / 3953
met2: 0.4180 / 76 / 4065
met3: 0.009662 / 7 / 298
met4: 0.02879 / 0 / 71
met5: 0 / - / 0
-- layout make-up --
| type | count | area, um^2 |
|---|---|---|
| multi-input combinational | 431 | 3063 |
| fill | 573 | 2317 |
| timing repair buffer | 88 | 850.8 |
| sequential | 17 | 341.6 |
| inverter | 34 | 130.1 |
| tap | 96 | 120.1 |
| clock buffer | 3 | 41.29 |
| clock inverter | 1 | 5.005 |
-- power by group through the flow --
stage | clock network [mW] | logic [mW] | registers (mW)
finish | 0.0732 | 0.0380 | 0.0957
global route | 0.0769 | 0.0413 | 0.0956
CTS | 0.0735 | 0.0386 | 0.0957
-- worst max-delay path by stage --
| stage | startpoint | end | slack, ps |
|---|---|---|---|
| 6_report | highscore[4]$_SDFFE_PP0P_ | score_digits[21] | 370 |
| 5_1_grt | highscore[3]$_SDFFE_PP0P_ | score_digits[21] | 20 |
| 4_1_cts | highscore[4]$_SDFFE_PP0P_ | score_digits[21] | 50 |
-- registers in the layout (all words and copies together), names as in the netlist --
name       count
gameover       1
highscore      8
score          8
-- synth_stat cells, types with 5 or more instances --
library cell   n
o22ai_1        7
o21ai_1        5
buf_2         10
nand3_1       22
o21ai_0       38
a211oi_1       6
inv_1         33
xnor2_1       43
a22o_1         7
nor2_1        59
ha_1          44
a31oi_1        8
mux2i_1        7
and3_1         6
nor2b_1        5
a21oi_1       32
nor3_1        13
nand4_1        9
clkbuf_1      12
or2_2          5
dfxtp_1       17
buf_4          7
nand2_1       37
-- kinds of logic after synthesis --
logic type,after synthesis
adder cells (fa/ha/maj),46
XOR/XNOR,47
flip-flops,17
AND/OR/NAND/NOR,180
AND-OR/OR-AND,149
multiplexers,7
other,1
buffers and inverters,64
-- through the flow --
| step | hold WS [ps] | std cells |
|---|---|---|
| CTS | 460.9 | 669 |
| floorplan | 423.7 | 512 |
| finish | 455.5 | 670 |
| detailed placement | 442.7 | 665 |
| global route | 471.7 | 670 |
| global placement | 435.3 | 665 |
-- cell usage in the layout (no fill, tap or decap), drive strengths merged, types with 3 or more instances in the layout --
cell and instances:
a21oi 35, nor2 60, a22o 7, or2 5, a211oi 7, mux2i 7, a21o 3, o21ai 44
xor2 4, and3 6, buf 12, dfxtp 17, clkbuf 3, a22oi 3, clkdlybuf4s50 76, o211ai 5
nor2b 5, inv 34, o31ai 3, ha 44, or3 4, a31o 4, nand3b 4, nand4 9
nand2 37, nand2b 3, a31oi 8, nand3 23, xnor2 43, nor3 13, o22ai 7
-- timing repair --
item	in CTS	in global routing
setup endpoints to repair	2	15
hold buffers	0	0
pin swaps	0	0
setup buffers	0	1
resized	3	19
-- worst max-delay path, cell delays in order, from the launching register on --
cell and delay [ps]:
dfxtp_1 340, inv_2 80, ha_1 240, nor2b_4 150, o21ai_0 100, ha_1 340, and4b_1 250, a32oi_1 130
or3_4 400, a22oi_2 230, mux2i_2 270, o211ai_1 160, o21ai_2 230, nand3b_1 150, a31o_2 280, inv_4 90
xnor2_1 80, ha_1 180, and2b_4 290, xor2_4 250, xnor2_1 150, o221a_1 190, clkdlybuf4s50_1 450
Power and IR drop assume default switching activity.
