===== flow/run.sh =====
#!/bin/bash
# OpenROAD 26Q1-2900-gdf79404cd8, Yosys 0.63+post, stock flow scripts
make -C /OpenROAD-flow-scripts/flow DESIGN_CONFIG=/design/flow/config.mk WORK_HOME=/design/flow/orfs finish

===== flow/config.mk =====
export PLATFORM = sky130hd
export DESIGN_NAME = Altera_UP_I2C_DC_Auto_Initialize
export DESIGN_NICKNAME = Altera_UP_I2C_DC_Auto_Initialize
export VERILOG_FILES = /design/flow/design.v
export SDC_FILE = /design/flow/constraint.sdc
export NUM_CORES = 4
export LEC_CHECK = 1
export CORE_AREA = 10 10 113 113
export DIE_AREA = 0 0 123 123

===== flow/constraint.sdc =====
current_design Altera_UP_I2C_DC_Auto_Initialize

set clk_period 3.6
set clk_io_pct 0.2

create_clock -name clk0 -period $clk_period [get_ports {clk}]

set non_clock_inputs [all_inputs -no_clocks]
set_input_delay [expr $clk_period * $clk_io_pct] -clock clk0 $non_clock_inputs
set_output_delay [expr $clk_period * $clk_io_pct] -clock clk0 [all_outputs]

===== flow/design.v =====
module Altera_UP_I2C_DC_Auto_Initialize (
	clk,
	reset,
	clear_error,
	ack,
	transfer_complete,
	data_out,
	transfer_data,
	send_start_bit,
	send_stop_bit,
	auto_init_complete,
	auto_init_error
);
	parameter DC_ROW_START			= 16'h000C;
	parameter DC_COLUMN_START		= 16'h001E;
	parameter DC_ROW_WIDTH			= 16'h0400;
	parameter DC_COLUMN_WIDTH		= 16'h0500;
	parameter DC_H_BLANK_B			= 16'h018C;
	parameter DC_V_BLANK_B			= 16'h0032;
	parameter DC_H_BLANK_A			= 16'h00C6;
	parameter DC_V_BLANK_A			= 16'h0019;
	parameter DC_SHUTTER_WIDTH		= 16'h0432;
	parameter DC_ROW_SPEED			= 16'h0011;
	parameter DC_EXTRA_DELAY		= 16'h0000;
	parameter DC_SHUTTER_DELAY		= 16'h0000;
	parameter DC_RESET				= 16'h0008;
	parameter DC_FRAME_VALID		= 16'h0000;
	parameter DC_READ_MODE_B		= 16'h0200;
	parameter DC_READ_MODE_A		= 16'h040C;
	parameter DC_DARK_COL_ROW		= 16'h0129;
	parameter DC_FLASH				= 16'h0608;
	parameter DC_GREEN_GAIN_1		= 16'h0020;
	parameter DC_BLUE_GAIN			= 16'h0020;
	parameter DC_RED_GAIN			= 16'h0020;
	parameter DC_GREEN_GAIN_2		= 16'h0020;
	parameter DC_GLOBAL_GAIN		= 16'h0020;
	parameter DC_CONTEXT_CTRL		= 16'h000B;
	input clk;
	input reset;
	input clear_error;
	input ack;
	input transfer_complete;
	output reg [7:0] data_out;
	output reg transfer_data;
	output reg send_start_bit;
	output reg send_stop_bit;
	output auto_init_complete;
	output reg auto_init_error;
	localparam	AUTO_STATE_0_CHECK_STATUS		= 4'h0,
				AUTO_STATE_1_SEND_START_BIT		= 4'h1,
				AUTO_STATE_2_TRANSFER_BYTE_0	= 4'h2,
				AUTO_STATE_3_TRANSFER_BYTE_1	= 4'h3,
				AUTO_STATE_4_TRANSFER_BYTE_2	= 4'h4,
				AUTO_STATE_5_WAIT				= 4'h5,
				AUTO_STATE_6_SEND_STOP_BIT		= 4'h6,
				AUTO_STATE_7_INCREASE_COUNTER	= 4'h7,
				AUTO_STATE_8_DONE				= 4'h8;
	localparam	MIN_ROM_ADDRESS	= 5'h00;
	localparam	MAX_ROM_ADDRESS	= 5'h18;
	wire change_state;
	wire finished_auto_init;
	reg [4:0] rom_address_counter;
	reg [25:0] rom_data;
	reg [3:0] ns_i2c_auto_init;
	reg [3:0] s_i2c_auto_init;
	always @(posedge clk)
	begin
		if (reset == 1'b1)
			s_i2c_auto_init <= AUTO_STATE_0_CHECK_STATUS;
		else
			s_i2c_auto_init <= ns_i2c_auto_init;
	end  
	always @(*)
	begin
		ns_i2c_auto_init = AUTO_STATE_0_CHECK_STATUS;
		case (s_i2c_auto_init)
		AUTO_STATE_0_CHECK_STATUS:
			begin
				if (finished_auto_init == 1'b1)
					ns_i2c_auto_init = AUTO_STATE_8_DONE;
				else if (rom_data[25] == 1'b1)
					ns_i2c_auto_init = AUTO_STATE_1_SEND_START_BIT;
				else
					ns_i2c_auto_init = AUTO_STATE_3_TRANSFER_BYTE_1;
			end  
		AUTO_STATE_1_SEND_START_BIT:
			begin
				if (change_state == 1'b1)
					ns_i2c_auto_init = AUTO_STATE_2_TRANSFER_BYTE_0;
				else
					ns_i2c_auto_init = AUTO_STATE_1_SEND_START_BIT;
			end  
		AUTO_STATE_2_TRANSFER_BYTE_0:
			begin
				if (change_state == 1'b1)
					ns_i2c_auto_init = AUTO_STATE_3_TRANSFER_BYTE_1;
				else
					ns_i2c_auto_init = AUTO_STATE_2_TRANSFER_BYTE_0;
			end  
		AUTO_STATE_3_TRANSFER_BYTE_1:
			begin
				if (change_state == 1'b1)
					ns_i2c_auto_init = AUTO_STATE_4_TRANSFER_BYTE_2;
				else
					ns_i2c_auto_init = AUTO_STATE_3_TRANSFER_BYTE_1;
			end  
		AUTO_STATE_4_TRANSFER_BYTE_2:
			begin
				if ((change_state == 1'b1) && (rom_data[24] == 1'b1))
					ns_i2c_auto_init = AUTO_STATE_5_WAIT;
				else if (change_state == 1'b1)
					ns_i2c_auto_init = AUTO_STATE_7_INCREASE_COUNTER;
				else
					ns_i2c_auto_init = AUTO_STATE_4_TRANSFER_BYTE_2;
			end  
		AUTO_STATE_5_WAIT:
			begin
				if (transfer_complete == 1'b0)
					ns_i2c_auto_init = AUTO_STATE_6_SEND_STOP_BIT;
				else
					ns_i2c_auto_init = AUTO_STATE_5_WAIT;
			end  
		AUTO_STATE_6_SEND_STOP_BIT:
			begin
				if (transfer_complete == 1'b1)
					ns_i2c_auto_init = AUTO_STATE_7_INCREASE_COUNTER;
				else
					ns_i2c_auto_init = AUTO_STATE_6_SEND_STOP_BIT;
			end  
		AUTO_STATE_7_INCREASE_COUNTER:
			begin
				ns_i2c_auto_init = AUTO_STATE_0_CHECK_STATUS;
			end  
		AUTO_STATE_8_DONE:
			begin
				ns_i2c_auto_init = AUTO_STATE_8_DONE;
			end  
		default:
			begin
				ns_i2c_auto_init = AUTO_STATE_0_CHECK_STATUS;
			end  
		endcase  
	end  
	always @(posedge clk)
	begin
		if (reset == 1'b1)
			data_out <= 8'h00;
		else if (s_i2c_auto_init == AUTO_STATE_1_SEND_START_BIT)
			data_out <= 8'hBA;
		else if (s_i2c_auto_init == AUTO_STATE_2_TRANSFER_BYTE_0)
			data_out <= rom_data[23:16];
		else if (s_i2c_auto_init == AUTO_STATE_0_CHECK_STATUS)
			data_out <= rom_data[15: 8];
		else if (s_i2c_auto_init == AUTO_STATE_3_TRANSFER_BYTE_1)
			data_out <= rom_data[15: 8];
		else if (s_i2c_auto_init == AUTO_STATE_4_TRANSFER_BYTE_2)
			data_out <= rom_data[ 7: 0];
	end  
	always @(posedge clk)
	begin
		if (reset == 1'b1) 
			transfer_data <= 1'b0;
		else if (transfer_complete == 1'b1)
			transfer_data <= 1'b0;
		else if (s_i2c_auto_init == AUTO_STATE_1_SEND_START_BIT)
			transfer_data <= 1'b1;
		else if (s_i2c_auto_init == AUTO_STATE_2_TRANSFER_BYTE_0)
			transfer_data <= 1'b1;
		else if (s_i2c_auto_init == AUTO_STATE_3_TRANSFER_BYTE_1)
			transfer_data <= 1'b1;
		else if (s_i2c_auto_init == AUTO_STATE_4_TRANSFER_BYTE_2)
			transfer_data <= 1'b1;
	end  
	always @(posedge clk)
	begin
		if (reset == 1'b1)
			send_start_bit <= 1'b0;
		else if (transfer_complete == 1'b1)
			send_start_bit <= 1'b0;
		else if (s_i2c_auto_init == AUTO_STATE_1_SEND_START_BIT)
			send_start_bit <= 1'b1;
	end
	always @(posedge clk)
	begin
		if (reset == 1'b1)
			send_stop_bit <= 1'b0;
		else if (transfer_complete == 1'b1)
			send_stop_bit <= 1'b0;
		else if (s_i2c_auto_init == AUTO_STATE_6_SEND_STOP_BIT)
			send_stop_bit <= 1'b1;
	end  
	always @(posedge clk)
	begin
		if (reset == 1'b1)
			auto_init_error <= 1'b0;
		else if (clear_error == 1'b1)
			auto_init_error <= 1'b0;
		else if ((s_i2c_auto_init == AUTO_STATE_7_INCREASE_COUNTER) & ack)
			auto_init_error <= 1'b1;
	end  
	always @(posedge clk)
	begin
		if (reset == 1'b1)
			rom_address_counter <= MIN_ROM_ADDRESS;
		else if (s_i2c_auto_init == AUTO_STATE_7_INCREASE_COUNTER)
			rom_address_counter <= rom_address_counter + 5'h01;
	end  
	assign auto_init_complete = (s_i2c_auto_init == AUTO_STATE_8_DONE);
	assign change_state	= transfer_complete & transfer_data;
	assign finished_auto_init = (rom_address_counter == MAX_ROM_ADDRESS);
	always @(*)
	begin
		case (rom_address_counter)
		0		: rom_data <= {10'h201, DC_ROW_START};
		1		: rom_data <= {10'h002, DC_COLUMN_START};
		2		: rom_data <= {10'h003, DC_ROW_WIDTH};
		3		: rom_data <= {10'h004, DC_COLUMN_WIDTH};
		4		: rom_data <= {10'h005, DC_H_BLANK_B};
		5		: rom_data <= {10'h006, DC_V_BLANK_B};
		6		: rom_data <= {10'h007, DC_H_BLANK_A};
		7		: rom_data <= {10'h008, DC_V_BLANK_A};
		8		: rom_data <= {10'h009, DC_SHUTTER_WIDTH};
		9		: rom_data <= {10'h00A, DC_ROW_SPEED};
		10		: rom_data <= {10'h00B, DC_EXTRA_DELAY};
		11		: rom_data <= {10'h00C, DC_SHUTTER_DELAY};
		12		: rom_data <= {10'h10D, DC_RESET};
		13		: rom_data <= {10'h21F, DC_FRAME_VALID};
		14		: rom_data <= {10'h020, DC_READ_MODE_B};
		15		: rom_data <= {10'h021, DC_READ_MODE_A};
		16		: rom_data <= {10'h022, DC_DARK_COL_ROW};
		17		: rom_data <= {10'h123, DC_FLASH};
		18		: rom_data <= {10'h22B, DC_GREEN_GAIN_1};
		19		: rom_data <= {10'h02C, DC_BLUE_GAIN};
		20		: rom_data <= {10'h02D, DC_RED_GAIN};
		21		: rom_data <= {10'h02E, DC_GREEN_GAIN_2};
		22		: rom_data <= {10'h12F, DC_GLOBAL_GAIN};
		23		: rom_data <= {10'h3C8, DC_CONTEXT_CTRL};
		default	: rom_data <= 26'h1000000;
		endcase  
	end  
endmodule  

==> reports/results.txt <==
most numerous logic cell after layout - dfxtp_1
Switching Share - 19.2%
post-synth top area cell - dfxtp_1
largest net degree at the start of global routing - 20
relative slew slack - 61.6%
Die Wd - 123 um
Clk pin slew, worst setup/hold paths - 0.09 ns
CTS Buf Count - 5
post-synthesis cell count from yosys - 233
Pleak - 0.000978 uW
met1 wire length - 2070 um
GRT Total Usage - 6.48%
Top Layout Cells - dfxtp_1 (46), nand2_1 (21), nor2_1 (19)
CORE AREA - 0.0103 mm2
Hold Path Class - flop to flop
root buffer cell - clkbuf_8
PD cells - 405 mW/mm2
WP data required - 3.81 ns
PortBufs - 17
Synth Seq Share - 42.9%
r2r setup slk - 1.25 ns
worst vdd ir - 0.000169 V
Remaining DRCs - 0
layout cells sized above 1 - 12.2%
Die H - 123 um
Routed Wire Length - 4770 um
vias in the first global route - 1646
Top cell by count, worst path - inv_1
tool warnings - 30
Cell Type Count - 49
Initial DRT Pass Iterations - 4
final setup violation count - 0
Critical Path AT - 2.97 ns
Syn Area/Cell - 9.20 um2
Via density - 4.54
Synth async-reset ratio - 0%
top sig layer - met4
RSZ-0062 raised after global routing - false
# rows - 37
cts hold-fix bufs - 0
cts repair resizes - 0
period utilization - 76.5%
CTS sink count - 46
FP Util - 20.8%
initial antenna violation count - 0
final global-route overflow total - 0
clock share of power - 44.7%
Routed WL per cell - 12.5 um
CTS tree - built
worst clock skew - 0.00770 ns
I/O pin total - 18
crit path cell chain - clkdlybuf4s50_1 > inv_1 > nand2_1 > inv_1 > ha_1 > inv_1 > a211oi_1 > a211oi_1 > o31ai_1
Top area cell types - dfxtp_1 (43%), ha_1 (4.1%), mux2_2 (3.7%)
CTS H-Tree Depth - 2
Netlist Area Pre-Place - 0.00214 mm2
fmax - 363 MHz
Combinational Power Share - 4.6%
Max stage delay on crit path - 0.58 ns
Non-Filler Instances - 382
ys flops - 46
number of enable flip-flop cells - 0
max cap viols - 0
top_reg_cell synth - dfxtp_1
first-pass GRT wire length - 8090 um
Synth top area share - 42.9%
Final TNS setup - 0 ns
Util after Layout - 24.9%
die area - 0.0151 mm2
share of power burned in registers - 50.7%
Critical Path End Type - flop
antenna viol nets, final - 0
Chip Area, Yosys - 0.00214 mm2
warnings from Yosys - 1
status - completed
clk latency of the worst-skew pair - 0.30 ns
HPWL after detailed placement - 3470 um
routed wl met2 - 2240 um
Worst Tran Pin Value - 0.571 ns
Fill cells - 1096
Mapped Cells - 233
post-CTS setup buffer count - 0
post-layout min period - 2.75 ns
placer's final routability congestion estimate - 0.891
Slowest-stage cell, CP - clkdlybuf4s50_1
Max Root-Sink Buffers - 2
Slew Limit Fails - 0
Post-Place Cells - 374
vias post-DR - 1733
Sw Pwr - 200 uW
area delta synth->final - 19.9%
# diodes - 0
Internal Pwr Total - 842 uW
Hold Vio Cnt, Final - 0
startpoint class of the critical path - input port
Worst Path Max Fanout - 11
met3 routed WL - 322 um
drt initial violations - 94
Crit Path Class - input port to flop
## synth_stat cells, drive strengths merged (6+ instances only)
cell type and n:
a21oi 14, buf 10, clkbuf 7, dfxtp 46
ha 7, inv 15, mux2 7, mux2i 7
nand2 21, nand3 6, nand4 6, nor2 19
nor3 8
## stage by stage
stage | cell area (um2) | total power, uW | setup WS, ns | hold WS, ns
floorplan | 2140 | 563 | 1.28 | 0.413
global placement | 2430 | 589 | 0.623 | 0.452
finish | 2570 | 1040 | 0.845 | 0.466
global route | 2570 | 1090 | 0.625 | 0.488
CTS | 2570 | 1060 | 0.835 | 0.475
detailed placement | 2430 | 590 | 0.563 | 0.462
## layout make-up
type                            count  area [um2]  area share [%]
Inverter                           16        62.6            2.43
Tap cell                          136         170            6.62
Clock buffer                        6        82.6            3.21
Multi-Input combinational cell    154        1070            41.5
Clock inverter                      2        60.1            2.34
Sequential cell                    46         921            35.8
Timing Repair Buffer               22         208            8.08
## final timing paths
path                                              from           end  cells past startpoint
worst max-delay path                             reset   rom_data[1]                      9
worst min-delay path                       data_out[2]   data_out[2]                      2
worst max register to register  rom_address_counter[0]  rom_data[19]                      8
worst min register to register             data_out[2]   data_out[2]                      2
## worst max-delay path: cells and delay by family
family / cells / cell delay [ns]
buf+inv: 4 / 1.12
compound gates: 3 / 0.59
fa+ha+maj: 1 / 0.36
simple gates: 1 / 0.17
## cells by family (layout without fill, tap and decap cells)
logic type	Yosys count	in the layout	share of synthesized area (%)
adders and majority gates	7	7	4.08
muxes	14	14	8.11
and+or+nand+nor	76	76	17.6
buffers and inverters	33	46	7.29
xor gates and xnor gates	5	5	2.04
DFF	46	46	42.9
AOI/OAI and AO/OA	52	52	17.9
## state kept, by name, indices dropped and copies added, names as in the netlist
name and count:
rom_address_counter 5, auto_init_error 1, transfer_data 1, rom_data 20, data_out 8, send_stop_bit 1, send_start_bit 1, s_i2c_auto_init 9
## power by group through the flow
stage | sequential, uW | combinational (uW) | clock, uW
final | 528 | 48.2 | 466
after global routing | 530 | 54.0 | 501
after CTS | 529 | 49.5 | 479
## metal layers
| metal | vias to the layer above | global-route usage (%) |
|---|---|---|
| met4 | 0 | 1.53 |
| met3 | 11 | 1.67 |
| met2 | 55 | 10.6 |
| li1 | 857 | - |
| met1 | 810 | 8.51 |
| met5 | - | 0 |
Power and IR drop assume default switching activity.
